==> ./design.v <==
package global_parameters;
    parameter PC_WIDTH = 64;
    parameter GLOBAL_HISTORY_WIDTH = 128;  
    parameter EFFECTIVE_HISTORY_WIDTH = 64;  
    parameter PATH_HISTORY_NUM_ENTRIES = 32; 
    parameter PATH_HISTORY_HASH_WIDTH = 8;  
    parameter NUM_TABLES = 4;  
    parameter PERCEPTRON_TABLE_NUM_ENTRIES = 2048;
    parameter PERCEPTRON_NUM_WEIGHTS = EFFECTIVE_HISTORY_WIDTH;  
    parameter PERCEPTRON_WEIGHT_WIDTH = 5;
    parameter BIAS_TABLE_NUM_ENTRIES = 1024;  
    parameter BIAS_WEIGHT_WIDTH = PERCEPTRON_WEIGHT_WIDTH;  
    parameter Y_OUT_WIDTH = 12;
    parameter THRESHOLD_WIDTH = 6;
endpackage
import global_parameters::*;
module global_history_register (
    input logic                              clk,
    input logic                              rst,
    input logic                              update_enable,
    input logic                              new_branch_outcome,  
    output logic [GLOBAL_HISTORY_WIDTH-1:0]  ghr_out
);
    logic [GLOBAL_HISTORY_WIDTH-1:0] ghr_reg;
    always_ff @(posedge clk or posedge rst) begin
        if(rst) begin
            ghr_reg <= '0;
        end else if (update_enable) begin
            ghr_reg <= {ghr_reg[GLOBAL_HISTORY_WIDTH-2:0], new_branch_outcome};
        end
    end
    assign ghr_out = ghr_reg;
endmodule
==> ./run.sh <==
#!/bin/bash
# OpenROAD 26Q1-2900-gdf79404cd8, Yosys 0.63+post, stock flow scripts
make -C /OpenROAD-flow-scripts/flow DESIGN_CONFIG=/design/flow/config.mk WORK_HOME=/design/flow/orfs finish
==> ./config.mk <==
export PLATFORM = sky130hd
export DESIGN_NAME = global_history_register
export DESIGN_NICKNAME = global_history_register
export VERILOG_FILES = /design/flow/design.v
export SDC_FILE = /design/flow/constraint.sdc
export NUM_CORES = 4
export LEC_CHECK = 1
export CORE_UTILIZATION = 50
==> ./constraint.sdc <==
current_design global_history_register

set clk_period 1.5
set clk_io_pct 0.2

create_clock -name clk0 -period $clk_period [get_ports {clk}]

set non_clock_inputs [all_inputs -no_clocks]
set_input_delay [expr $clk_period * $clk_io_pct] -clock clk0 $non_clock_inputs
set_output_delay [expr $clk_period * $clk_io_pct] -clock clk0 [all_outputs]
==> results.txt <==
Numbers from the implementation run.

The flow ran to the end, and the final reports show no timing, DRC or antenna violations. The chip occupies around 10,000 sq um. The core utilization of the finished layout is about four fifths. The sum of net half-perimeters after detailed placement is roughly 5.3 mm. The wire length of the first global-routing pass is between 15 and 20 mm. IR analysis of the VDD net gives a maximum drop of 0.988 mV. The synthesized instance count is roughly 270.

The count of unique library cells instantiated by Yosys is 5. In the final report, the number of pins over their slew limit comes to 0. The count of nets left with antenna violations after detail routing is 0.

The cell count listed in synth_stat.txt is about 270. The synthesis report lists the Yosys warning total as 1. The core region area is 9280 sq um.

The final critical-path required period is 1.44 ns. The TritonCTS clock tree is built. The area added between synthesis and finish is 50.9%. The post-route fraction of the period consumed by the critical path is between 90 and 100%. The count of boundary I/O pins is ~130.

The number of sinks driven by the clock tree is between 100 and 150. The library cell used as clock root buffer is sky130_fd_sc_hd__clkbuf_8. The class of the tightest hold or removal check is primary input to register. On the worst setup and hold paths after CTS, the clock-pin slew comes to ~0.060 ns.

Before antenna repair, the detailed router went through 4 iterations. Setup repair after global routing left no endpoint under its margin. Per the OpenROAD power report, leakage power amounts to 4.18 nW.

The clock H-tree reported by CTS has 4 levels. The weighted congestion reported at the end of routability-driven placement is roughly 0.71. The relative slew slack is between 70% and 80%. The biggest area contributor in the post-synthesis netlist is sky130_fd_sc_hd__dfrtp_1. The setup slack of the critical path after layout is roughly 0.056 ns. The final layout report lists a filler cell count of between 500 and 600. The total chip power is about 0.0090 W. The report lists the power per cell area as ~1200 nW/um^2.

The share of final-layout standard cells stronger than drive strength 1 is 49.6%. The sequential cell area fraction in the yosys report is about two thirds. The worst setup path is captured at an output pin. Across all layers, the routed design uses 3,027 vias. In the layout the commonest cells are 128 x sky130_fd_sc_hd__mux2_2, 128 x sky130_fd_sc_hd__dfrtp_1, 122 x sky130_fd_sc_hd__dlygate4sd2_1. The critical path goes through dlygate4sd2_1.

The share of synthesized area in the top cell type comes to between 60 and 70%. The count of cells in the finished layout, fillers not included, comes to around 640. Before any placement, the netlist area is recorded as 4830 sq um. TritonRoute reported its final design rule violation total as 0.

The clock arrives with between 0.006 and 0.007 ns of skew. The transition time recorded at the tightest slew-check pin is 0.400 ns. The detailed router finished its first iteration with between 40 and 50 violations. The chip area line of the yosys report is between 4000 and 5000 sq um. The number of antenna violations at the first check in global routing is 0.

The cts-stage hold buffer count is 0. At the floorplan stage, the core utilization is reported as between 50% and 60%. In this run the deepest clock path goes through 2 buffers.

The sort of element at the start of the critical path is a register. The number of standard-cell rows in the floorplan is 35. The later pin in the worst-skew pair is clocked with a latency of between 0.4 and 0.5 ns. After detailed routing, the number of vias per cell comes to about 4.7. Per the OpenROAD floorplan log, the height of the die is 100 um. After detailed placement, the design holds a cell count of approximately 520.

For the worst setup path, the data required time is 1.20 ns. The clock buffer count from CTS is 17. Per the post-run analysis, buffers plus inverters along the critical path come to 1. The count of port buffers added during placement is between 100 and 150. Per the detail_route report, routed wire per instance is around 14 um. Entering global routing, the biggest net connects about 76 pins.

The leftover overflow at the end of global routing is 0. The cell family contributing the most delay on the critical path is flip-flops. The number of endpoints with negative hold slack in the final report is 0.

Per the run summary, max-cap violations total 0. The main area contributors are sky130_fd_sc_hd__dfrtp_1 66%, sky130_fd_sc_hd__mux2_2 30%, sky130_fd_sc_hd__clkbuf_8 2.3%. The longest incremental delay of any stage on the critical path is reported as 0.38 ns. The per-instance average area after synthesis is ~18 sq um. 0 antenna diodes ended up in the layout. The global-route usage over all layers is about 21%.

The width of the chip is 100 um. The number of OpenROAD warnings is 27. The pre-CTS setup slack is ~0.26 ns.

The timing report shows that the slowest cell on the worst path is sky130_fd_sc_hd__dfrtp_1. The highest attainable clock frequency is about 0.69 GHz. The maximum fanout along the worst path is 3. The number of flip-flops under the largest register name is around 130. The number of failing setup endpoints in the final timing report is 0. The number of global-route vias before repair is 3,155. The type of the worst setup path is register to output pin.

The final setup TNS is 0 ns. The worst path arrival time is roughly 1.1 ns. The total detailed-routing wirelength is 9.13 mm. The number of storage elements in the synthesis netlist is approximately 130.
## path summary, 6_finish.rpt
check | startpoint | endpoint | slack, ns | cells after the start
max in group asynchronous | rst | ghr_reg[105] | 0.89 | 3
min in group asynchronous | rst | ghr_reg[91] | 0.27 | 3
max | ghr_reg[17] | ghr_out[17] | 0.06 | 1
min | update_enable | ghr_reg[68] | 0.18 | 2
min reg2reg | ghr_reg[127] | ghr_reg[127] | 0.50 | 1
max reg2reg | ghr_reg[123] | ghr_reg[124] | 0.49 | 3
## cell families after synthesis
kind of cell / synth area share (%)
buffers and inverters: 3.76
muxes: 29.9
DFF: 66.4
## final cells by class
| class | instances | area [sq um] | area share, % |
|---|---|---|---|
| flip-flops and latches | 128 | 3200 | 44.0 |
| repair buffers | 223 | 1910 | 26.2 |
| multi-input cells | 128 | 1440 | 19.8 |
| clock buffers | 18 | 428 | 5.88 |
| well taps | 129 | 161 | 2.22 |
| clock inverters | 14 | 133 | 1.82 |
| inverters | 1 | 7.51 | 0.103 |
## through the flow
stage / instance area (sq um) / hold WS (ns)
after floorplan: 4830 / 0.452
after global placement: 6240 / 0.489
after detailed placement: 6240 / 0.496
after CTS: 7280 / 0.157
after global routing: 7280 / 0.155
final: 7280 / 0.183
## synthesized netlist by cell type, drive strengths merged
master / number
dfrtp: 128
clkbuf: 8
buf: 6
mux2: 128
inv: 1
## routing by layer
| layer | part of all wire, % | global-route usage [%] |
|---|---|---|
| met5 | 0 | 0 |
| met4 | 0.85 | 2.12 |
| met3 | 6.6 | 6.37 |
| met2 | 48 | 32.2 |
| met1 | 44 | 31.8 |
## power breakdown
part	switching (W)	internal, W	total, W
Sequential	0.000193	0.00379	0.00398
Combinational	0.000371	0.000875	0.00125
Clock	0.00149	0.00226	0.00375
## timing repair
item                                    in CTS  in global routing
endpoints found under the setup margin     128                  6
buffers inserted                            85                  0
resized                                    128                  6
Power figures rest on the tool's default switching activity, not on a simulated workload.
