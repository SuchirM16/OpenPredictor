**/design/flow/config.mk**
```make
export PLATFORM = sky130hd
export DESIGN_NAME = path_history_register
export DESIGN_NICKNAME = path_history_register
export VERILOG_FILES = /design/flow/design.v
export SDC_FILE = /design/flow/constraint.sdc
export NUM_CORES = 4
export LEC_CHECK = 1
export CORE_UTILIZATION = 30
```
**/design/flow/constraint.sdc**
```tcl
current_design path_history_register

set clk_period 1.0
set clk_io_pct 0.2

create_clock -name clk0 -period $clk_period [get_ports {clk}]

set non_clock_inputs [all_inputs -no_clocks]
set_input_delay [expr $clk_period * $clk_io_pct] -clock clk0 $non_clock_inputs
set_output_delay [expr $clk_period * $clk_io_pct] -clock clk0 [all_outputs]
```
**/design/flow/design.v**
```verilog
package global_parameters;
    parameter PC_WIDTH = 64;
    parameter GLOBAL_HISTORY_WIDTH = 128;  
    parameter EFFECTIVE_HISTORY_WIDTH = 64;  
    parameter PATH_HISTORY_NUM_ENTRIES = 32; 
    parameter PATH_HISTORY_HASH_WIDTH = 8;  
    parameter NUM_TABLES = 4;  
    parameter PERCEPTRON_TABLE_NUM_ENTRIES = 2048;
    parameter PERCEPTRON_NUM_WEIGHTS = EFFECTIVE_HISTORY_WIDTH;  
    parameter PERCEPTRON_WEIGHT_WIDTH = 5;
    parameter BIAS_TABLE_NUM_ENTRIES = 1024;  
    parameter BIAS_WEIGHT_WIDTH = PERCEPTRON_WEIGHT_WIDTH;  
    parameter Y_OUT_WIDTH = 12;
    parameter THRESHOLD_WIDTH = 6;
endpackage
import global_parameters::*;
module path_history_register (
    input logic                                                               clk,
    input logic                                                               rst,
    input logic                                                               update_enable,
    input logic [PATH_HISTORY_HASH_WIDTH-1:0]                                 new_pc_hash,
    output logic [PATH_HISTORY_NUM_ENTRIES-1:0][PATH_HISTORY_HASH_WIDTH-1:0]  path_history_out
);
    logic [PATH_HISTORY_NUM_ENTRIES-1:0][PATH_HISTORY_HASH_WIDTH-1:0] path_history_reg;
    always_ff @(posedge clk or posedge rst) begin
        if(rst) begin
            path_history_reg <= '0;
        end else if (update_enable) begin
            path_history_reg <= {path_history_reg[PATH_HISTORY_NUM_ENTRIES-2:0], new_pc_hash};
        end
    end
    assign path_history_out = path_history_reg;
endmodule
```
**/design/flow/run.sh**
```bash
#!/bin/bash
# OpenROAD 26Q1-2900-gdf79404cd8, Yosys 0.63+post, stock flow scripts
make -C /OpenROAD-flow-scripts/flow DESIGN_CONFIG=/design/flow/config.mk WORK_HOME=/design/flow/orfs finish
```
==> Slide: Implementation Results <==
Run Summary

Critical path
  – Worst path slowest cell: dfrtp_1
  – CP endpoint kind: output port
  – Critical path's top delay family: flip-flops
  – Startpoint types: flop
  – CP Data Arrival Time: 1.06 ns
  – Largest stage delay on the critical path: 0.39 ns
  – Crit Reg-Reg Startpoint: path_history_reg[7]
  – Sum of buffers and inverters on the critical path: 1
  – Crit-path cells: buf_2
  – Critical Path RT: 0.80 ns
  – Crit Path Max Fanout: 2
  – Critical Path Source: path_history_reg[210]
  – Setup CP Type: reg -> out

Final timing
  – FMAX: 0.792 GHz
  – Max Transition Viols Final: 0
  – Slew headroom: 88.2%
  – Fin crit share: 126%
  – RSZ-0062 raised after global routing: yes
  – Final setup margin: -0.262 ns
  – Worst Skew: 0.0166 ns
  – Final Critical Period: 1.26 ns
  – Fin Hold WS: 0.0816 ns
  – Slew @ Worst Pin: 0.176 ns
  – Final setup fails: 267
  – Final hold violation count: 0

Power
  – Tot Pwr: 43.6 mW
  – Maximum vdd drop: 1.48 mV
  – Pint: 32.6 mW
  – Sw Pwr: 11.0 mW
  – Sequential Power Share: 37.8%
  – Pwr dens: 2840 nW/um2
  – Comb power frac: 39.3%
  – Share of total power in the clock network: 22.9%
  – LEAKAGE: 8.03 nW
  – Switch share: 25.2%

Place
  – Port buffer count: 266
  – Dpl cell area: 14,800 um2
  – HPWL after DPL: 17,100 um
  – GPL Wtd Cong: 0.811
  – Pre-CTS WS: -0.140 ns

Status
  – Status: complete, but fails checks
  – Failing checks: setup timing

Drt
  – Iteration tally of the first detailed-router pass: 4
  – Final ANT Viol Nets: 0
  – Via count: 6,627
  – Drt drc: 0
  – DRT iter0 DRCs: 151
  – Routed WL per cell: 15.4 um
  – Diode count: 0
  – Drt total wl: 24,100 um
  – Vias per inst: 4.23

Logic synthesis
  – Syn avg cell area: 17.7 um2
  – Mapped cell area: 9600 um2
  – Most common flop cell mapped by yosys: dfrtp_1
  – Post-synth tally of flip-flops with integrated enable: 0
  – Yosys synthesis chip area: 9600 um2
  – Post-synthesis cell count: 541
  – Ys async rst share: 100%
  – Top area contributor share: 66.7%
  – Post-synth area hogs: dfrtp_1 67%, mux2_2 30%, buf_6 3.1%
  – Synth cell count leaders: 256 x dfrtp_1, 256 x mux2_2, 26 x buf_6
  – Post-synth seq share: 66.7%
  – Synth warn: 1
  – Ys flops: 256
  – Yosys cell count: 541
  – Distinct lib cells used: 6
  – Cell type with the largest total area: dfrtp_1

Clock network
  – Clock root cell: clkbuf_16
  – Htree depth: 1
  – Clk buf depth: 3
  – Total CTS buffers: 29
  – Clk slew on worst S/H paths: 0.06 ns
  – Sink count of the clock tree: 256
  – Clk latency of the worst-skew pair: 0.53 ns
  – TritonCTS clock tree: built

Run
  – OpenROAD warnings: 28
  – Maxcap violations: 0

GRT
  – GRT Util Overall: 15.2%
  – Largest net degree at the start of global routing: 29
  – Initial antenna violation count: 0
  – First-pass GRT wire length: 38,300 um
  – Global route overflow: 0
  – Vias in the first global route: 7,075

Hold path
  – Hold crit path type: in -> async

Final layout
  – Area grow syn2layout: 60.4%
  – Final instance area: 15,400 um2
  – Ratio of cells with drive above 1 in the final layout: 76.7%
  – Max FFs per register: 256

Floorplanning
  – Core Util at FP: 30.4%
  – # IOs: 267
  – Rows: 65
  – Chip Area: 32,700 um2
  – Core footprint: 31,600 um2
  – Chip Width: 181 um
  – Die height: 181 um
-- routing by layer --
| layer | track usage [%] | share of wire, % | vias up |
|---|---|---|---|
| li1 | - | - | 3136 |
| met1 | 22.1 | 44 | 3278 |
| met2 | 23.6 | 46 | 180 |
| met3 | 4.80 | 8.5 | 33 |
| met4 | 2.26 | 1.6 | 0 |
| met5 | 0 | 0 | - |
-- area by class of cell --
type,instances,area [um2]
clock inverters,7,62.6
inverters,1,7.51
clock buffers,41,841
multi-input cells,256,3100
fillers,2728,16200
repair buffers,603,4470
flip-flops and latches,256,6410
well taps,402,503
-- power groups by stage --
stage / clock network (mW) / logic, mW / registers [mW]
CTS: 10.3 / 16.4 / 16.4
global route: 10.8 / 18.7 / 17.0
finish: 10.0 / 17.2 / 16.5
-- metrics by stage --
stage / TNS (ns) / utilization (%) / cells
floorplan: -658.34 / - / 541
global placement: -28.06 / 46.9 / 1443
detailed placement: -29.43 / 46.9 / 1443
CTS: -64.78 / 47.6 / 1570
global route: -69.99 / 48.8 / 1566
finish: -56.89 / 48.8 / 1566
-- cells by family (layout without fill, tap and decap cells) --
logic type	after synthesis	in the layout	share of synthesized area [%]
mux	256	256	30.0
buf+inv	29	652	3.22
flops	256	256	66.7
-- final timing paths --
| path | to | slack (ns) | cells past startpoint |
|---|---|---|---|
| max | path_history_out[210] | -0.26 | 1 |
| min | path_history_reg[220] | 0.08 | 3 |
| max reg2reg | path_history_reg[7] | -0.06 | 4 |
| min reg2reg | path_history_reg[250] | 0.50 | 1 |
| max in group asynchronous | path_history_reg[93] | 0.56 | 4 |
| min in group clk0 | path_history_reg[133] | 0.11 | 3 |
-- cell usage in the layout (no fill, tap or decap), types with 2 or more instances in the layout --
master             n
clkinv_2           5
clkbuf_1           5
buf_2            255
buf_4            258
clkbuf_16         29
dfrtp_1          256
clkinvlp_4         2
clkdlybuf4s50_1    9
buf_6             50
mux2_4            58
clkbuf_8           7
mux2_2           198
buf_12            29
-- repair_timing --
item / 4_1_cts / 5_1_grt
pin swaps: 0 / 0
gates cloned: 0 / 0
endpoints found under the hold margin: 1 / 0
resized: 840 / 108
hold buffers: 1 / 0
buffers inserted: 78 / 60
setup endpoints to repair: 256 / 334
Power is estimated from default activity; no workload was simulated.
